**flow/config.mk**
```make
export PLATFORM = sky130hd
export DESIGN_NAME = alu
export DESIGN_NICKNAME = alu
export VERILOG_FILES = /design/flow/design.v
export SDC_FILE = /design/flow/constraint.sdc
export NUM_CORES = 4
export LEC_CHECK = 1
export CORE_UTILIZATION = 40
```
**flow/constraint.sdc**
```tcl
current_design alu

set clk_period 12.6
set clk_io_pct 0.2

create_clock -name clk0 -period $clk_period

set non_clock_inputs [all_inputs -no_clocks]
set_input_delay [expr $clk_period * $clk_io_pct] -clock clk0 $non_clock_inputs
set_output_delay [expr $clk_period * $clk_io_pct] -clock clk0 [all_outputs]
```
**flow/design.v**
```verilog
module alu (
  input logic [31:0] i_operand_a,   
  input logic [31:0] i_operand_b,   
  input logic [3:0] i_alu_op,       
  output logic [31:0] o_alu_data    
);
  logic [32:0] sub_result, add_result;
  logic [31:0] shifted_data;     
  logic [4:0] shift_amount;      
  logic sign_bit;                
  always_comb begin
    o_alu_data = 32'b0;
    sub_result = 33'b0;
    shifted_data = 32'b0;
    shift_amount = 5'b0;
    sign_bit = i_operand_a[31];   
    add_result = i_operand_a + i_operand_b;
    sub_result = {1'b0, i_operand_a} + ({1'b0, ~i_operand_b} + 1);
    case (i_alu_op)
      4'b0000: begin  
        o_alu_data = i_operand_a + i_operand_b;
      end
      4'b0001: begin  
        o_alu_data = sub_result[31:0];
      end
      4'b0010: begin  
        o_alu_data = (i_operand_a[31] ^ i_operand_b[31]) ? i_operand_a[31] : sub_result[31];
      end
      4'b0011: begin  
        o_alu_data = !sub_result[32];
      end
      4'b0100: begin  
        o_alu_data = i_operand_a ^ i_operand_b;
      end
      4'b0101: begin  
        o_alu_data = i_operand_a | i_operand_b;
      end
      4'b0110: begin  
        o_alu_data = i_operand_a & i_operand_b;
      end
      4'b0111: begin
        shifted_data = i_operand_a;
        shift_amount = i_operand_b[4:0];   
        if (shift_amount[0]) shifted_data = {shifted_data[30:0], 1'b0};    
        if (shift_amount[1]) shifted_data = {shifted_data[29:0], 2'b0};    
        if (shift_amount[2]) shifted_data = {shifted_data[27:0], 4'b0};    
        if (shift_amount[3]) shifted_data = {shifted_data[23:0], 8'b0};    
        if (shift_amount[4]) shifted_data = {shifted_data[15:0], 16'b0};   
        o_alu_data = shifted_data;
      end
      4'b1000: begin
        shifted_data = i_operand_a;
        shift_amount = i_operand_b[4:0];   
        if (shift_amount[0]) shifted_data = {1'b0, shifted_data[31:1]};    
        if (shift_amount[1]) shifted_data = {2'b0, shifted_data[31:2]};    
        if (shift_amount[2]) shifted_data = {4'b0, shifted_data[31:4]};    
        if (shift_amount[3]) shifted_data = {8'b0, shifted_data[31:8]};    
        if (shift_amount[4]) shifted_data = {16'b0, shifted_data[31:16]};  
        o_alu_data = shifted_data;
      end
      4'b1001: begin
        shifted_data = i_operand_a;
        shift_amount = i_operand_b[4:0];   
        if (shift_amount[0]) shifted_data = {sign_bit, shifted_data[31:1]};    
        if (shift_amount[1]) shifted_data = {{2{sign_bit}}, shifted_data[31:2]};    
        if (shift_amount[2]) shifted_data = {{4{sign_bit}}, shifted_data[31:4]};    
        if (shift_amount[3]) shifted_data = {{8{sign_bit}}, shifted_data[31:8]};    
        if (shift_amount[4]) shifted_data = {{16{sign_bit}}, shifted_data[31:16]};  
        o_alu_data = shifted_data;
      end
      4'b1010: begin
        o_alu_data = {add_result[31:1],1'b0};
      end
      4'b1111: begin
        o_alu_data = i_operand_b;
      end
      default: begin  
        o_alu_data = 32'b0;
      end
    endcase
  end
endmodule
```
**flow/run.sh**
```bash
#!/bin/bash
# OpenROAD 26Q1-2900-gdf79404cd8, Yosys 0.63+post, stock flow scripts
make -C /OpenROAD-flow-scripts/flow DESIGN_CONFIG=/design/flow/config.mk WORK_HOME=/design/flow/orfs finish
```
==> metrics.cfg <==
[yosys]
ys_cells = 1312
synth_seq_share_pct = 0
synthDistinctLibCells = 86
syn_inst = 1312
syn_avg_cell_area_um2 = 6.87
ys_area_um2 = 9010
synth_warnings = 1
syn_area_um2 = 9010

[worst_setup_path]
crit_path_end_kind = output port
critPathLaunchType = input port
cp_data_arrival_time_ns = 7.79
path_max_fanout = 55
crit_type = in -> out
cp.required_ns = 10.08

[final_timing]
period_needed_ns = 10.31
tns_ns = 0
clock.fmax_mhz = 97.0
rsz0062_at_grt = no
fin_crit_sh_pct = 81.8
setup_viol = 0
slew_violations = 0
hold-worst-slack_ns = 6.16
slew_headroom_pct = 31.5
final_hold_viol_count = 0
worst-slew-pin-transition_ns = 1.02

[detailed_routing]
wl_per_cell_um = 27.2
routed_wl_um = 43800
final_antenna_net_count = 0
vias_per_cell = 6.87
antenna-diode-count = 0
drc = 6
vias = 11100
drt_iter0_markers = 1121
drt-pass1-iter-count = 46

[global_route]
grt_max_degree = 56
grt_pass1_wl_um = 65100
antenna_found_initial = 2
grt_util_met1_pct = 55.9
grt.busiest_layer = met1
grt_util_all_layers_pct = 37.9
gr-usage-met3_pct = 9.79
grt_pass1_vias = 10100
grt_use_met2_pct = 55.6
overflow = 0

[die]
die_h_um = 152
coreArea_um2 = 22000
io_pins = 100
initial_core_util_pct = 41.0
chipArea_um2 = 23100
num_rows = 54
die_width_um = 152

[hold_path]
hold_path_class = in -> out
hp-start = i_operand_b[4]
holdPathStages = 4
min_to = o_alu_data[8]

[clocking]
post_cts_resized = 0
cts_hold_buf = 0
cts_setup_buffers = 0

[placement]
numPortBuffers = 100
hpwl_um = 33500
dp.cells = 1611
place_area_um2 = 10100
place_congestion = 1.05

[power]
p_per_area_nw_per_um2 = 47.5
ir_drop_v = 0.0000176
leakagePower_nw = 4.16
power_uw = 480

[run_status]
violations = DRC
status = finished with violations

[run]
timing.max_cap.violations = 0
tool_warnings = 97

[cells_and_area]
seq_cells = 0
n_clock_buffer = 0
final_cells = 1611
area_growth_pct = 12.1
regArea_um2 = 0
layout-drive-gt1-share_pct = 8.79
fin_area_um2 = 10100

-- final cells by class --
| class | count | area (µm²) |
|---|---|---|
| timing repair buffer | 128 | 1190 |
| fill | 2259 | 11900 |
| tap | 280 | 350 |
| inverter | 98 | 368 |
| multi-input combinational | 1105 | 8200 |
-- where the power goes --
group	leakage [nW]	total, mW	switching [mW]	internal, mW
logic	4.16	0.480	0.289	0.191
registers	0	0	0	0
clock network	0	0	0	0
total	4.16	0.480	0.289	0.191
-- critical path, cell delays in order --
cell and delay, ns:
buf_2 0.08, buf_4 0.48, inv_2 0.04, buf_4 0.36
ha_1 0.53, inv_1 0.09, o221ai_1 0.44, a211oi_1 0.21
o2111a_1 0.33, nor2_1 0.31, o31ai_1 0.13, a21oi_1 0.24
o21ai_1 0.11, fa_1 0.44, a22oi_1 0.15, o21ai_0 0.10
a2111oi_0 0.59, o211ai_1 0.17, clkdlybuf4s50_1 0.45
-- metal layers --
metal / vias up / share of wire, %
met5: - / 0.057
met4: 4 / 3.0
met3: 82 / 12
met2: 681 / 42
met1: 5257 / 43
li1: 5039 / -
-- layout by cell type, fill, tap and decap left out, types with 11 or more instances in the layout --
cell type and instances:
mux2i_1 40, o2111ai_1 11, nor2_1 142, buf_4 29, a221o_1 19, nand2b_1 17, nor3_1 22, o211ai_1 27
nand2_1 117, o21ai_0 58, ha_1 97, a211oi_1 31, o21ai_1 27, a21oi_1 109, a21o_1 20, o21a_1 12
o22ai_1 13, a22oi_1 14, or3_1 18, o221ai_1 24, clkdlybuf4s50_1 95, mux4_2 38, mux2_2 12, nor2b_1 13
a221oi_1 31, nand3_1 17, a31oi_1 11, o31ai_1 14, inv_1 91
-- worst max-delay path by stage --
stage                end  cells after the start      startpoint  slack [ns]
4_1_cts   o_alu_data[31]                     19  i_operand_b[2]        2.38
5_1_grt   o_alu_data[31]                     19  i_operand_b[2]        1.84
6_report  o_alu_data[31]                     19  i_operand_b[2]        2.29
-- cells by family after synthesis --
family,count (synthesis),synth area share [%]
fa+ha+maj,100,14.1
xor+xnor,3,0.292
mux,96,16.2
simple gates,411,21.4
buf+inv,207,9.28
compound gates,495,38.7
-- stage by stage --
step                setup WS (ns)  util (%)
global placement             2.48      46.0
floorplan                    3.55         -
global route                 1.84      46.0
finish                       2.29      46.0
detailed placement           2.39      46.0
CTS                          2.38      46.0
-- cells in the mapped netlist, types with 18 or more instances --
library cell	count	share of area [%]
a211oi_1	31	2.6
a21o_1	20	1.7
a21oi_1	109	6.1
a221o_1	19	2.1
a221oi_1	31	3.0
clkbuf_1	72	3.0
ha_1	97	13
inv_1	91	3.8
mux2i_1	40	4.4
mux4_2	38	9.5
nand2_1	117	4.9
nor2_1	143	6.0
nor3_1	25	1.4
o211ai_1	27	2.2
o21ai_0	58	3.2
o21ai_1	27	1.5
o221ai_1	24	2.3
or3_1	18	1.2
Power is estimated from default activity; no workload was simulated.
