===== /design/flow/design.v =====
module regfile (
  input logic i_clk,               
  input logic i_rst_n,               
  input logic [4:0] i_rs1_addr,    
  input logic [4:0] i_rs2_addr,    
  input logic [4:0] i_rd_addr,     
  input logic [31:0] i_rd_data,    
  input logic i_rd_wren,           
  output logic [31:0] o_rs1_data,  
  output logic [31:0] o_rs2_data,  
  output logic [31:0] checker1,
  output logic [31:0] checker2,
  output logic [31:0] checker3,
  output logic [31:0] checker4,
  output logic [31:0] checker8
);
  logic [31:0] regfile [31:0];
  assign o_rs1_data = (i_rs1_addr == 5'b0) ? 32'b0 : regfile[i_rs1_addr];
  assign o_rs2_data = (i_rs2_addr == 5'b0) ? 32'b0 : regfile[i_rs2_addr];
  assign checker1 = regfile[1];
  assign checker2 = regfile[2];
  assign checker3 = regfile[3];
  assign checker4 = regfile[4];
  assign checker8 = regfile[8];
  always_ff @(posedge i_clk or negedge i_rst_n) begin
    if (!i_rst_n) begin
      regfile[0] <= 32'b0;
		  regfile[1] <= 32'b0;
		  regfile[2] <= 32'b0;
		  regfile[3] <= 32'b0;
		  regfile[4] <= 32'b0;
		  regfile[5] <= 32'b0;
		  regfile[6] <= 32'b0;
		  regfile[7] <= 32'b0;
		  regfile[8] <= 32'b0;
		  regfile[9] <= 32'b0;
		  regfile[10] <= 32'b0;
		  regfile[11] <= 32'b0;
		  regfile[12] <= 32'b0;
		  regfile[13] <= 32'b0;
		  regfile[14] <= 32'b0;
		  regfile[15] <= 32'b0;
		  regfile[16] <= 32'b0;
		  regfile[17] <= 32'b0;
		  regfile[18] <= 32'b0;
		  regfile[19] <= 32'b0;
		  regfile[20] <= 32'b0;
		  regfile[21] <= 32'b0;
		  regfile[22] <= 32'b0;
		  regfile[23] <= 32'b0;
		  regfile[24] <= 32'b0;
		  regfile[25] <= 32'b0;
		  regfile[26] <= 32'b0;
		  regfile[27] <= 32'b0;
		  regfile[28] <= 32'b0;
		  regfile[29] <= 32'b0;
		  regfile[30] <= 32'b0;
		  regfile[31] <= 32'b0;
    end else if (i_rd_wren && (i_rd_addr != 5'b0)) begin
      regfile[i_rd_addr] <= i_rd_data;
    end
  end
endmodule

===== /design/flow/run.sh =====
#!/bin/bash
# OpenROAD 26Q1-2900-gdf79404cd8, Yosys 0.63+post, stock flow scripts
make -C /OpenROAD-flow-scripts/flow DESIGN_CONFIG=/design/flow/config.mk WORK_HOME=/design/flow/orfs finish

===== /design/flow/config.mk =====
export PLATFORM = sky130hd
export DESIGN_NAME = regfile
export DESIGN_NICKNAME = regfile
export VERILOG_FILES = /design/flow/design.v
export SDC_FILE = /design/flow/constraint.sdc
export NUM_CORES = 4
export LEC_CHECK = 1
export CORE_UTILIZATION = 40

===== /design/flow/constraint.sdc =====
current_design regfile

set clk_period 8.1
set clk_io_pct 0.2

create_clock -name clk0 -period $clk_period [get_ports {i_clk}]

set non_clock_inputs [all_inputs -no_clocks]
set_input_delay [expr $clk_period * $clk_io_pct] -clock clk0 $non_clock_inputs
set_output_delay [expr $clk_period * $clk_io_pct] -clock clk0 [all_outputs]

==> impl_metrics.yaml <==
# generated from flow reports
outcome:
  status: "finished, final reports clean"
grt:
  grt_pass1_wl_microns: 379900
  grt_use_total: 0.4156
  grt-ovfl-total: 0
  antenna_found_initial: 24
  grt_max_degree: 125
  grt_pass1_vias: 48055
placed_design:
  place_hpwl_microns: 167400
  gp_congestion: 1.054
  port_buffers: 273
hold_path:
  hold_path_class: "reg -> reg"
  whs_path_depth: 1
  hold_path.startpoint: "regfile[12][2]"
  hold_end: "regfile[12][2]"
layout:
  logic_area_sq_um: 26030
  nFillCells: 11945
  seq_area_sq_um: 24820
  largest_reg_flops: 992
  max_flop_register: "regfile"
  post_route_cells_drive_above_1_share: 0.2973
  reg.largest.list: "regfile (992)"
  syn2layout_area_growth_pct: 16.49
floorplan:
  chipArea_sq_um: 134200
  fp_util: 0.4033
  ios: 274
  die_width_microns: 366.3
  die_h_microns: 366.3
  std_cell_rows: 133
  core_sq_um: 131600
clock_tree:
  cts_hold_buf: 0
  clock-root-buffer: "clkbuf_16"
  cts_buffer_depth: 3
  cts_buffers: 108
  clk_pin_slew_ns: 0.06
  cts_tree: "built"
  post_cts_buffers: 0
  cts_sinks: 992
  ctsResizeCount: 0
  clk_latency_ns: 0.73
  h-tree-depth: 3
drt:
  initialDrtViolationCount: 6615
  first_pass_iters: 12
  drcViolationCount: 0
  viasPerCell: 7.129
  via_count: 49365
  wl_per_cell_microns: 39.22
  final_antenna_net_count: 0
  routed_wl_microns: 271600
timing:
  worst_slew_pin_slew_ns: 1.085
  tns_ns: 0
  final_max_slew_viol_count: 0
  fin_crit_sh: 0.8834
  fin_hold_ws_ns: 0.5224
  min_period_ns: 7.156
  max-slew-margin-rel: 0.2739
  finalSetupViolations: 0
  fmax_mhz: 139.7
  finalHoldViolCount: 0
  rsz0062_at_grt: "no"
  clock_skew_ns: 0
logic_synthesis:
  yosys_area_sq_um: 53080
  synth_warnings: 2
  edf_count: 0
  numSynthFlops: 992
  syn_area_per_cell_sq_um: 10.63
  syn_inst: 4993
  ff_type: "dfrtp_1"
  ys_seq_frac: 0.4676
  ys_cells: 4993
  synth.distinct_cells: 76
  async_flop_share: 1.000
  synthesis.area_sq_um: 53080
worst_setup_path:
  worst_r2r_endpoint: "regfile[3][0]"
  end_kind: "primary output"
  worstPathMaxFanout: 16
  reg2reg_depth: 1
  crit_chain: "clkdlybuf4s50_1 > buf_4 > nor2b_4 > and2_0 > buf_4 > a32oi_1 > and4_1 > a31oi_1 > clkdlybuf4s50_1"
  reg2reg_slack_ns: 7.10
  critPathBufInv: 4
  max_stage_delay_ns: 0.97
  cp-start-kind: "input port"
  cpMaxStageDelayCell: "clkdlybuf4s50_1"
  path_delay_family: "buffers and inverters"
  required_ns: 6.48
  crit_type: "in -> out"
  timing.rr.start: "regfile[3][0]"
  critical_path_arrival_ns: 5.54
power:
  p_leak_nw: 26.26
  swShare: 0.2998
  seqPwrFrac: 0.470
  ir_drop_uv: 177.7
  power_switching_mw: 4.458
  internal_power_mw: 10.41
  power_density_nw_per_um2: 240.5
  p_comb_frac: 0.166
  clkPwrFrac: 0.364
run:
  warnings: 37
  cap_violations: 0
==> synthesized netlist by cell type (5+ instances only) <==
library cell / n / area [sq um]
nand3_1: 1134 / 5675
dfrtp_1: 992 / 24820
mux2_2: 991 / 11160
nand4_1: 290 / 1814
clkbuf_1: 265 / 994.7
buf_2: 194 / 970.9
a22oi_1: 156 / 1171
and3_1: 133 / 832.1
a21oi_1: 107 / 535.5
buf_1: 89 / 334.1
nor4_1: 76 / 475.5
nand2_1: 57 / 214.0
a31oi_1: 53 / 331.6
a22o_1: 39 / 341.6
nor2_1: 37 / 138.9
a2111oi_0: 31 / 271.5
a221o_1: 29 / 290.3
and4_1: 27 / 236.5
and2_1: 23 / 143.9
nor3_1: 23 / 115.1
a222oi_1: 20 / 200.2
buf_6: 16 / 180.2
mux2i_1: 14 / 140.1
nor2b_1: 12 / 75.07
and3b_1: 11 / 96.34
o21ai_0: 11 / 55.05
buf_4: 9 / 67.56
a32oi_1: 8 / 70.07
mux2_1: 8 / 90.09
nand2b_1: 8 / 50.05
nand3b_1: 8 / 60.06
nor4bb_1: 8 / 80.08
a221oi_1: 7 / 61.31
nor3b_2: 7 / 87.58
o31a_1: 7 / 61.31
a32o_1: 6 / 60.06
nor3b_1: 6 / 45.04
a211oi_1: 5 / 37.54
and2_0: 5 / 31.28
nor2_2: 5 / 31.28
==> through the flow <==
| stage | setup WS, ns | std cells | area (sq um) | power [mW] | util |
|---|---|---|---|---|---|
| 2_1_floorplan | 3.482 | 4993 | 53080 | 7.858 | - |
| 3_3_place_gp | 1.126 | 6709 | 57980 | 9.388 | 0.4405 |
| 3_5_place_dp | 1.130 | 6709 | 57980 | 9.421 | 0.4405 |
| 4_1_cts | 1.114 | 6912 | 61810 | 14.81 | 0.4695 |
| 5_1_grt | 0.9689 | 6915 | 61810 | 15.31 | 0.4696 |
| 6_report | 0.9442 | 6925 | 61840 | 14.87 | 0.4698 |
==> how the worst max path moves through the flow <==
stage,slack [ns],cells after the start,to,start
after CTS,1.11,9,o_rs2_data[24],i_rs2_addr[2]
after global routing,0.97,9,o_rs2_data[16],i_rs2_addr[4]
final,0.94,9,o_rs2_data[16],i_rs2_addr[4]
==> power by group through the flow <==
stage | registers [mW] | clock network [mW] | logic, mW
4_1_cts | 6.94 | 5.45 | 2.42
5_1_grt | 7.08 | 5.64 | 2.59
6_report | 7.00 | 5.41 | 2.47
==> logic make-up after synthesis <==
| family | Yosys count | synth area share |
|---|---|---|
| muxes | 1014 | 0.2150 |
| and+or+nand+nor | 1902 | 0.1980 |
| AOI/OAI and AO/OA | 511 | 0.07132 |
| DFF | 992 | 0.4676 |
| buffers and inverters | 574 | 0.04806 |
==> routing by layer <==
layer / vias up / global-route usage / wire, microns
met2: 4285 / 0.5438 / 107500
met5: - / 0.007123 / 246
met1: 24570 / 0.5447 / 97050
li1: 19174 / - / -
met4: 20 / 0.2658 / 23480
met3: 1316 / 0.2166 / 43300
==> placed cells by master, fill, tap and decap left out, types with 11 or more instances in the layout <==
cell and instances:
a2111oi_0 31, a21oi_1 107, a221o_1 29, a222oi_1 20, a22o_1 39, a22oi_1 156
a31oi_1 53, and2_1 22, and3_1 130, and4_1 27, buf_12 21, buf_4 242
bufinv_16 17, clkbuf_1 18, clkbuf_16 111, clkbuf_8 14, clkdlybuf4s50_1 265, clkinv_2 29
dfrtp_1 992, diode_2 13, mux2_2 991, mux2i_1 14, nand2_1 43, nand2_2 14
nand3_1 1132, nand4_1 290, nor2_1 21, nor2_4 13, nor3_1 18, nor4_1 75
o21ai_0 11
==> area by class of cell <==
class | count | area share
diodes | 13 | 0.0005261
multi-input cells | 3427 | 0.4209
inverters | 1 | 0.00006070
repair buffers | 534 | 0.07972
well taps | 1755 | 0.03551
clock buffers | 143 | 0.04913
flip-flops and latches | 992 | 0.4014
clock inverters | 60 | 0.01275
Power and IR drop assume default switching activity.
