## run.sh

```bash
#!/bin/bash
# OpenROAD 26Q1-2900-gdf79404cd8, Yosys 0.63+post, stock flow scripts
make -C /OpenROAD-flow-scripts/flow DESIGN_CONFIG=/design/flow/config.mk WORK_HOME=/design/flow/orfs finish
```

## config.mk

```make
export PLATFORM = sky130hd
export DESIGN_NAME = lsu
export DESIGN_NICKNAME = lsu
export VERILOG_FILES = /design/flow/design.v
export SDC_FILE = /design/flow/constraint.sdc
export NUM_CORES = 4
export LEC_CHECK = 1
export CORE_UTILIZATION = 40
```

## constraint.sdc

```tcl
current_design lsu

set clk_period 55.8
set clk_io_pct 0.2

create_clock -name clk0 -period $clk_period [get_ports {i_clk}]

set non_clock_inputs [all_inputs -no_clocks]
set_input_delay [expr $clk_period * $clk_io_pct] -clock clk0 $non_clock_inputs
set_output_delay [expr $clk_period * $clk_io_pct] -clock clk0 [all_outputs]
```

## design.v

```verilog
module lsu (
    input  logic        i_clk,
    input  logic        i_rst_n,
    input  logic [31:0] i_lsu_addr,
    input  logic [31:0] i_st_data,
    input  logic [1:0]  i_lsu_wren,
    input  logic [31:0] i_io_sw,
    input  logic [3:0]  i_io_btn,
    input  logic [1:0]  i_data_type,
    input  logic 		    i_unsigned,
    output logic [31:0] o_ld_data,
    output logic [31:0] o_io_ledr,
    output logic [31:0] o_io_ledg,
    output logic [6:0]  o_io_hex0,
    output logic [6:0]  o_io_hex1,
    output logic [6:0]  o_io_hex2,
    output logic [6:0]  o_io_hex3,
    output logic [6:0]  o_io_hex4,
    output logic [6:0]  o_io_hex5,
    output logic [6:0]  o_io_hex6,
    output logic [6:0]  o_io_hex7,
    output logic [31:0] o_io_lcd
    );
    parameter w = 2'b00, hw = 2'b01, b = 2'b10;
    parameter is_input_peripheral = 2'd0, is_output_peripheral = 2'd1, is_data_memory = 2'd2;
    logic [1:0] map; 
    logic [7:0] lcd_control [15:0];
    logic [7:0] seven_segment [7:0];
    logic [7:0] green_leds [15:0];
    logic [7:0] red_leds [15:0];
    logic [7:0] sram [127:0];
    logic [7:0] switches [15:0];
    logic [7:0] buttons  [15:0];
	  logic [3:0] data_be;
    assign o_io_ledr = {red_leds[3],red_leds[2],red_leds[1],red_leds[0]};
    assign o_io_ledg = {green_leds[3],green_leds[2],green_leds[1],green_leds[0]};
    assign o_io_lcd = {lcd_control[3],lcd_control[2],lcd_control[1],lcd_control[0]};
    assign o_io_hex0 = seven_segment[0][6:0];
    assign o_io_hex1 = seven_segment[1][6:0];
    assign o_io_hex2 = seven_segment[2][6:0];
    assign o_io_hex3 = seven_segment[3][6:0];
    assign o_io_hex4 = seven_segment[4][6:0];
    assign o_io_hex5 = seven_segment[5][6:0];
    assign o_io_hex6 = seven_segment[6][6:0];
    assign o_io_hex7 = seven_segment[7][6:0];
    always_comb begin: byte_address_enable
	    data_be = '0;
      if(i_lsu_wren[1] || i_lsu_wren[0]) begin
        case(i_data_type)
            w: data_be = 4'b1111;
            hw: data_be = 4'b0011;
            b: data_be = 4'b0001;
            default: data_be = 4'b0000;
        endcase
      end
    end
    assign p = data_be;
    logic [3:0] i_bmask;
    always_comb begin : memory_mapping
        map = 2'b11;  
        if (i_lsu_addr >= 32'h02000 && i_lsu_addr <= 32'h03FFF) begin
            map = is_data_memory;
        end if (i_lsu_addr >= 32'h07000 && i_lsu_addr <= 32'h0703F)
            map = is_output_peripheral;
        if (i_lsu_addr >= 32'h07800 && i_lsu_addr <= 32'h0781F)
            map = is_input_peripheral;
    end
    logic [12:0] lsu_addr[3:0];
    assign lsu_addr[0]= i_lsu_addr[12:0];
    assign lsu_addr[1]= i_lsu_addr[12:0] + 13'd1;
    assign lsu_addr[2]= i_lsu_addr[12:0] + 13'd2;
    assign lsu_addr[3]= i_lsu_addr[12:0] + 13'd3;
    logic [31:0] ld_data;
    always_comb begin : load_data
      ld_data = 'z;
        case(map)
            is_data_memory: begin
                ld_data = {sram[lsu_addr[3]],sram[lsu_addr[2]],sram[lsu_addr[1]],sram[lsu_addr[0]]};
            end
            is_input_peripheral: begin
                case (i_lsu_addr[31:4]) 
                    24'h0780:  ld_data = {switches[lsu_addr[3][3:0]], switches[lsu_addr[2][3:0]], switches[lsu_addr[1][3:0]], switches[lsu_addr[0][3:0]]};
                    24'h0781:  ld_data = {buttons[lsu_addr[3][3:0]], buttons[lsu_addr[2][3:0]], buttons[lsu_addr[1][3:0]], buttons[lsu_addr[0][3:0]]};
                    default:   ld_data = 32'b0;
                endcase
            end
            is_output_peripheral: begin
                case (i_lsu_addr[31:4]) 
                    28'h0700: ld_data = {{red_leds[lsu_addr[3][3:0]]},{red_leds[lsu_addr[2][3:0]]},{red_leds[lsu_addr[1][3:0]]},{red_leds[lsu_addr[0][3:0]]}};
                    28'h0701: ld_data = {{green_leds[lsu_addr[3][3:0]]},{green_leds[lsu_addr[2][3:0]]},{green_leds[lsu_addr[1][3:0]]},{green_leds[lsu_addr[0][3:0]]}};
                    28'h0703: ld_data = {lcd_control[lsu_addr[3][3:0]], lcd_control[lsu_addr[2][3:0]], lcd_control[lsu_addr[1][3:0]], lcd_control[lsu_addr[0][3:0]]};
                    28'h0702: ld_data = {seven_segment[lsu_addr[3][2:0]], seven_segment[lsu_addr[2][2:0]], seven_segment[lsu_addr[1][2:0]], seven_segment[lsu_addr[0][2:0]]};
                    default:  ld_data = 32'b0;
                endcase
            end
        endcase
    end
    always_comb begin: load_unit
      o_ld_data = ld_data;
      if (i_unsigned) begin
        if (i_data_type == hw) 
            o_ld_data = {16'b0, ld_data[15:0]};
        else if (i_data_type == b) 
            o_ld_data = {24'b0, ld_data[7:0]};
        else if (i_data_type == w)
            o_ld_data = ld_data;
      end else begin 
        if (i_data_type == hw) 
            o_ld_data = {{16{ld_data[15]}}, ld_data[15:0]};
        else if (i_data_type == b) 
            o_ld_data = {{24{ld_data[7]}}, ld_data[7:0]};
        else if (i_data_type == w)
            o_ld_data = ld_data;
      end
    end
    always_ff @(posedge i_clk or negedge i_rst_n) begin :output_buffer_store_unit
        if (!i_rst_n) begin
            red_leds[0] <= 0;
            red_leds[1] <= 0;
            red_leds[2] <= 0;
            red_leds[3] <= 0;
            green_leds[0] <= 0;
            green_leds[1] <= 0;
            green_leds[2] <= 0;
            green_leds[3] <= 0;
            lcd_control[0] <= 0;
            lcd_control[1] <= 0;
            lcd_control[2] <= 0;
            lcd_control[3] <= 0;
            seven_segment[0] <= 0;
            seven_segment[1] <= 0;
            seven_segment[2] <= 0;
            seven_segment[3] <= 0;
            seven_segment[4] <= 0;
            seven_segment[5] <= 0;
            seven_segment[6] <= 0;
            seven_segment[7] <= 0;
        end else if (i_lsu_wren[0]) begin
          if ((map == is_output_peripheral)) begin
              case (i_lsu_addr[31:4])
                  28'h0700: begin
                      if (data_be[0]) 
                          red_leds[0] <= i_st_data[7:0];
                      if (data_be[1]) 
                          red_leds[1] <= i_st_data[15:8];
                      if (data_be[2]) 
                          red_leds[2] <= i_st_data[23:16];
                      if (data_be[3]) 
                          red_leds[3] <= i_st_data[31:24];
                  end
                  28'h0701: begin
                      if (data_be[0]) 
                          green_leds[0] <= i_st_data[7:0];
                      if (data_be[1]) 
                          green_leds[1] <= i_st_data[15:8];
                      if (data_be[2]) 
                          green_leds[2] <= i_st_data[23:16];
                      if (data_be[3]) 
                          green_leds[3] <= i_st_data[31:24];
                  end
                  28'h0702: begin
                      if (data_be[0]) 
                          seven_segment[lsu_addr[0][2:0]] <= i_st_data[7:0];
                      if (data_be[1]) 
                          seven_segment[lsu_addr[1][2:0]] <= i_st_data[15:8];
                      if (data_be[2]) 
                          seven_segment[lsu_addr[2][2:0]] <= i_st_data[23:16];
                      if (data_be[3]) 
                          seven_segment[lsu_addr[3][2:0]] <= i_st_data[31:24];
                  end
                  28'h0703: begin
                      if (data_be[0]) 
                          lcd_control[0] <= i_st_data[7:0];
                      if (data_be[1]) 
                          lcd_control[1] <= i_st_data[15:8];
                      if (data_be[2]) 
                          lcd_control[2] <= i_st_data[23:16];
                      if (data_be[3]) 
                          lcd_control[3] <= i_st_data[31:24];
                  end
              endcase
          end else if ((i_lsu_addr >= 32'h02000 && i_lsu_addr <= 32'h03FFF)) begin
            if (data_be[0]) 
                sram[lsu_addr[0]] <= i_st_data[7:0];
            if (data_be[1]) 
                sram[lsu_addr[1]] <= i_st_data[15:8];
            if (data_be[2]) 
                sram[lsu_addr[2]] <= i_st_data[23:16];
            if (data_be[3]) 
                sram[lsu_addr[3]] <= i_st_data[31:24];
          end
        end
    end
    always_comb begin : input_buffer_store_unit
            switches[0] = i_io_sw[7:0];
            switches[1] = i_io_sw[15:8];
            switches[2] = i_io_sw[23:16];
            switches[3] = i_io_sw[31:24];
            buttons[0]  = {4'b0, i_io_btn};
    end
endmodule
```

==> summary.txt <==
Observations from the implementation run.

Global routing:
- The run puts the total congestion overflow after global routing at between 50,000 and 60,000.
- The run gives the total global routing track utilization as 1.16.
- The run puts the first-pass GRT wire length at 2,270,000 µm.
- The run puts the via count of the first global-routing pass at 200,000.
- The run gives the largest net degree at the start of global routing as 115.

Synth:
- The run puts the average footprint of a synthesized cell at around 7.7 µm².
- Per the synth stats, the flop cell with the highest instance count is sky130_fd_sc_hd__edfxtp_1.
- The run gives the sequential area share after synthesis as 0.286.
- The run gives the summed standard-cell area reported by yosys as ~120,000 µm².
- The run gives the fraction of registers with async set or reset after synthesis as 0.135.
- The post-synth count of flops with an enable pin is between 1,000 and 1,500.
- In the synthesized netlist, the number of instances is 15,800.
- Counting distinct cell types in the post-synthesis netlist gives 108.
- The run gives the netlist area before placement as about 120,000 µm².
- The run puts the count of yosys warnings during synthesis at about 520.
- The run puts the cell count in the Yosys report at between 15,000 and 20,000.
- The post-synth register bit count is 1,184.

Clocking:
- The run gives the number of buffers added to fix hold violations after cts as 0.
- The run gives the number of clock sinks seen by CTS as around 1,200.
- The tree is rooted in a sky130_fd_sc_hd__clkbuf_16.
- The run gives the depth of the CTS H-tree as 4.
- CTS reports a maximum clock tree buffer depth of 4.
- The run gives the number of buffers inserted to repair setup after CTS as 0.
- The run puts the post-cts repair resize count at 0.
- The CTS report gives the tree buffer count as around 150.

Status:
- Progress stopped at global routing.
- The first error in the log reads "[ERROR GRT-0116] Global routing finished with congestion. Check the congestion regions in the DRC Viewer".
- The run stopped with a tool error.

Placement:
- The run gives the final weighted congestion of routability-driven global placement as approximately 1.9.
- The run gives the detailed placer's ending HPWL as between 1,000,000 and 1,500,000 µm.
- The run gives the port buffer count as 290.

Die:
- According to the floorplan log, the row count is 202.
- The run gives the I/O pin count as 291.
- In the floorplan report the effective utilization is 0.402.
- The die is between 500 and 600 µm tall.
- The run puts the die span in x at between 500 and 600 µm.
synth_stat cells, types with 23 or more instances:
library cell	number	area share
sky130_fd_sc_hd__a32oi_1	92	0.0066
sky130_fd_sc_hd__a21oi_1	1878	0.077
sky130_fd_sc_hd__a221o_1	70	0.0058
sky130_fd_sc_hd__nand2_1	1675	0.052
sky130_fd_sc_hd__o221ai_1	58	0.0042
sky130_fd_sc_hd__a2111oi_0	53	0.0038
sky130_fd_sc_hd__nor3_2	39	0.0032
sky130_fd_sc_hd__o211ai_1	47	0.0029
sky130_fd_sc_hd__and3_1	50	0.0026
sky130_fd_sc_hd__o22ai_1	1943	0.10
sky130_fd_sc_hd__o21ai_0	803	0.033
sky130_fd_sc_hd__buf_1	130	0.0040
sky130_fd_sc_hd__nor2b_1	31	0.0016
sky130_fd_sc_hd__a221oi_1	292	0.021
sky130_fd_sc_hd__edfxtp_1	1024	0.25
sky130_fd_sc_hd__a22o_1	238	0.017
sky130_fd_sc_hd__a211oi_1	139	0.0086
sky130_fd_sc_hd__buf_2	165	0.0068
sky130_fd_sc_hd__buf_4	66	0.0041
sky130_fd_sc_hd__nand3_1	475	0.020
sky130_fd_sc_hd__a222oi_1	186	0.015
sky130_fd_sc_hd__nor2_1	1248	0.039
sky130_fd_sc_hd__mux2_2	152	0.014
sky130_fd_sc_hd__o32ai_1	31	0.0022
sky130_fd_sc_hd__a31oi_1	130	0.0067
sky130_fd_sc_hd__nand4_1	214	0.011
sky130_fd_sc_hd__a22oi_1	1009	0.062
sky130_fd_sc_hd__o2111ai_1	23	0.0017
sky130_fd_sc_hd__clkbuf_1	1275	0.039
sky130_fd_sc_hd__dfrtp_1	160	0.033
sky130_fd_sc_hd__nor4_1	103	0.0053
sky130_fd_sc_hd__inv_1	26	0.00080
sky130_fd_sc_hd__o2bb2ai_1	27	0.0019
sky130_fd_sc_hd__nor3_1	325	0.013
sky130_fd_sc_hd__or4_1	32	0.0020
sky130_fd_sc_hd__mux2i_1	1107	0.091
sky130_fd_sc_hd__a32o_1	39	0.0032
logic make-up after synthesis:
group                      synth area share
buffers and inverters                0.0555
DFF                                   0.286
and+or+nand+nor                       0.162
AOI/OAI and AO/OA                     0.386
xor gates and xnor gates            0.00164
adders and majority gates           0.00103
muxes                                 0.108
per-stage QoR:
stage	total power, mW	setup WS (ps)	instance area [µm²]	cells
after CTS	2.57	25660	146000	20900
after detailed placement	1.62	25670	141000	20600
after global placement	1.62	25700	141000	20600
after floorplan	1.23	10540	122000	15800
routing by layer:
layer | overflow | track usage
met2 | 27200 | 1.37
met5 | 790 | 0.966
met1 | 10600 | 1.12
met4 | 5230 | 0.980
met3 | 6238 | 1.06
Power figures rest on the tool's default switching activity, not on a simulated workload.
